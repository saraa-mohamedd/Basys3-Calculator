## /design/flow/constraint.sdc

```tcl
current_design main

set clk_period 6.1
set clk_io_pct 0.2

create_clock -name clk0 -period $clk_period [get_ports {clk}]

set non_clock_inputs [all_inputs -no_clocks]
set_input_delay [expr $clk_period * $clk_io_pct] -clock clk0 $non_clock_inputs
set_output_delay [expr $clk_period * $clk_io_pct] -clock clk0 [all_outputs]
```

## /design/flow/run.sh

```bash
#!/bin/bash
# OpenROAD 26Q1-2900-gdf79404cd8, Yosys 0.63+post, stock flow scripts
make -C /OpenROAD-flow-scripts/flow DESIGN_CONFIG=/design/flow/config.mk WORK_HOME=/design/flow/orfs finish
```

## /design/flow/design.v

```verilog
`timescale 1ns / 1ps
module anodes_ctrl(
input[1:0] refreshcounter,
input clk,
output reg[3:0] anode_ctrl, 
input isOriginal,
output reg dot
    );
always@ (refreshcounter)
begin
    case(refreshcounter)
        2'b00: begin anode_ctrl = 4'b1110; dot<= 1'b1; end
        2'b01: begin anode_ctrl = 4'b1101; dot<= 1'b1; end
        2'b10: begin 
        anode_ctrl = 4'b1011; 
        if (isOriginal)
            dot <= 1'b0;  
        else
             dot <= 1'b1;  
        end
        2'b11: begin anode_ctrl = 4'b0111; dot<= 1'b1; end
    endcase
end
endmodule
`timescale 1ns / 1ps
module bcd_ctrl(
input[6:0] seg0, 
input[6:0] seg1, 
input[6:0] seg2, 
input[6:0] seg3,
input[1:0] refreshcounter, 
input clk,
output reg[6:0] op, 
input[3:0] sw,
input[6:0] sumseg0, sumseg1, sumseg2, sumseg3,
input[6:0] diffseg0, diffseg1, diffseg2, diffseg3,
input[6:0] multiplyseg0, multiplyseg1, multiplyseg2, multiplyseg3,
input[6:0] divseg0, divseg1, divseg2, divseg3,
input negsign,
input rstnum, 
output reg isOriginal
    );
reg[6:0] prevseg0, prevseg1, prevseg2, prevseg3;
always@(posedge clk) begin
    if (sw[0]) begin
        prevseg0 <= sumseg0;
        prevseg1 <= sumseg1;
        prevseg2 <= sumseg2;
        prevseg3 <= sumseg3; end
    else if (sw[1]) begin
        prevseg0 <= diffseg0;
        prevseg1 <= diffseg1;
        prevseg2 <= diffseg2;
        if (negsign == 1) 
            prevseg3 <= 7'b0111111;
        else if (negsign == 0)
            prevseg3 <= diffseg3;
    end
    else if (sw[2]) begin
      prevseg0 <= multiplyseg0;
      prevseg1 <= multiplyseg1;
      prevseg2 <= multiplyseg2;
      prevseg3 <= multiplyseg3;
    end
    else if (sw[3]) begin
       prevseg0 <= divseg0;
       prevseg1 <= divseg1;
       prevseg2 <= divseg2;
       prevseg3 <= divseg3;
   end
   else if (rstnum) begin
        prevseg0 <= seg0;
        prevseg1 <= seg1;
        prevseg2 <= seg2;
        prevseg3 <= seg3;
    end
    else
    begin
        prevseg0 <= prevseg0;
        prevseg1 <= prevseg1;
        prevseg2 <= prevseg2;
        prevseg3 <= prevseg3;
    end
end        
always@(refreshcounter) begin
    if (sw[0])
        begin
        case(refreshcounter)
            2'b00 : op = sumseg0;
            2'b01 : op = sumseg1;
            2'b10 : op = sumseg2;
            2'b11 : op = sumseg3;
        endcase
    isOriginal <= 0;
    end
    else
    if (sw[1]) begin
    isOriginal <= 0;
    if (negsign==0) begin
        case(refreshcounter)
               2'b00 : op = diffseg0;
               2'b01 : op = diffseg1;
               2'b10 : op = diffseg2;
               2'b11 : op = diffseg3;
        endcase end
        else
        begin
        case(refreshcounter)
               2'b00 : op = diffseg0;
               2'b01 : op = diffseg1;
               2'b10 : op = diffseg2;
               2'b11 : op = 7'b0111111;
         endcase
         end
         end
      else
      if (sw[2])
          begin
          isOriginal <= 0;
          case(refreshcounter)
                 2'b00 : op = multiplyseg0;
                 2'b01 : op = multiplyseg1;
                 2'b10 : op = multiplyseg2;
                 2'b11 : op = multiplyseg3;
           endcase
           end
      else  
           if (sw[3])
               begin 
               isOriginal <= 0;
               case(refreshcounter)
                          2'b00 : op = divseg0;
                          2'b01 : op = divseg1;
                          2'b10 : op = divseg2;
                          2'b11 : op = divseg3;
                endcase
                end
      else  if (rstnum)
               begin 
               isOriginal <= 1;
               case(refreshcounter)
                          2'b00 : op = seg0;
                          2'b01 : op = seg1;
                          2'b10 : op = seg2;
                          2'b11 : op = seg3;
                endcase
                end       
     else begin
        if (isOriginal == 0) begin
        case(refreshcounter)
                       2'b00 : op = prevseg0;
                       2'b01 : op = prevseg1;
                       2'b10 : op = prevseg2;
                       2'b11 : op = prevseg3;
         endcase end
         else if (isOriginal == 1) begin
            case(refreshcounter)
                       2'b00 : op = seg0;
                       2'b01 : op = seg1;
                       2'b10 : op = seg2;
                       2'b11 : op = seg3;
             endcase
         end
     end
end
endmodule
`timescale 1ns / 1ps
module clock #(parameter n = 5000)(input clock, reset, output reg clock_out = 0);
reg [31:0] count = 0;  
always @ (posedge clock, posedge reset) begin  
    if (reset == 1'b1)
        count <= 32'b0;
    else if (count == n-1)
        count <= 32'b0;
    else
        begin count <= count + 1; end
end
always @ (posedge clock, posedge reset) begin  
    if (reset == 1'b1)
        clock_out <= 1'b0;
    else if (count == n-1)
        clock_out <= ~clock_out;
    else
        clock_out <= clock_out;
end
endmodule
`timescale 1ns / 1ps
module main(
input clk,
input rst, 
input[3:0] buttons, 
output[6:0] op,
output[3:0] anode, 
input r,
input [3:0] sw,
output dot
);
wire isOriginal;
wire newclk;
wire[1:0] rfshcounter;
wire[6:0] seg0;
wire[6:0] seg1;
wire[6:0] seg2;
wire[6:0] seg3;
wire[3:0] dig0;
wire[3:0] dig1;
wire[3:0] dig2;
wire[3:0] dig3;
wire[9:0] sum;
wire[13:0] subtract;
wire[13:0] multiply;
wire[6:0] divide;
wire[6:0] sumseg0;
wire[6:0] sumseg1;
wire[6:0] sumseg2;
wire[6:0] sumseg3;
wire negsign;
wire[6:0] subtractseg0;
wire[6:0] subtractseg1;
wire[6:0] subtractseg2;
wire[6:0] subtractseg3;
wire[6:0] multiplyseg0;
wire[6:0] multiplyseg1;
wire[6:0] multiplyseg2;
wire[6:0] multiplyseg3;
wire[6:0] divseg0;
wire[6:0] divseg1;
wire[6:0] divseg2;
wire[6:0] divseg3;
clock c(.clock(clk), .reset(r), .clock_out(newclk));
refreshcounter count(.rfsh_clk(newclk), .rfshcounter(rfshcounter));
anodes_ctrl hg(.refreshcounter(rfshcounter), .clk(newclk) ,.anode_ctrl(anode), .isOriginal(isOriginal), .dot(dot));
seven_seg_ctrl d_0(.button(buttons[0]), .reset(rst), .clk_in(rfshcounter), .seven_seg(seg0), .digit(dig0));
seven_seg_ctrl d_1(.button(buttons[1]), .reset(rst), .clk_in(rfshcounter), .seven_seg(seg1), .digit(dig1));
seven_seg_ctrl d_2(.button(buttons[2]), .reset(rst), .clk_in(rfshcounter), .seven_seg(seg2), .digit(dig2));
seven_seg_ctrl d_3(.button(buttons[3]), .reset(rst), .clk_in(rfshcounter), .seven_seg(seg3), .digit(dig3));
bcd_ctrl test1(.seg0(seg0), .seg1(seg1), .seg2(seg2), .seg3(seg3), .refreshcounter(rfshcounter), .clk(newclk), .op(op), .sw(sw), .sumseg0(sumseg0), .sumseg1(sumseg1), .sumseg2(sumseg2),
               .sumseg3(sumseg3), .diffseg0(subtractseg0), .diffseg1(subtractseg1), .diffseg2(subtractseg2), .diffseg3(subtractseg3), .multiplyseg0(multiplyseg0), .multiplyseg1(multiplyseg1), 
               .multiplyseg2(multiplyseg2), .multiplyseg3(multiplyseg3), .divseg0(divseg0), .divseg1(divseg1), .divseg2(divseg2), .divseg3(divseg3),.negsign(negsign), .rstnum(rst), 
               .isOriginal(isOriginal));
operation_ctrl res( .dig0(dig0), .dig1(dig1), .dig2(dig2), .dig3(dig3), .clk_in(newclk), .sumresult(sum), .subtract(subtract), .multiply(multiply), .divide(divide), .negsign(negsign));
seven_seg_decoder s0(.digit(((sum%1000)%100)%10), .seven_seg(sumseg0), .clk_in(newclk));
seven_seg_decoder s1(.digit(((sum%1000)%100)/10), .seven_seg(sumseg1), .clk_in(newclk));
seven_seg_decoder s2(.digit((sum%1000)/100), .seven_seg(sumseg2), .clk_in(newclk));
seven_seg_decoder s3(.digit(0), .seven_seg(sumseg3), .clk_in(newclk));
seven_seg_decoder d0(.digit(((subtract%1000)%100)%10), .seven_seg(subtractseg0), .clk_in(newclk));
seven_seg_decoder d1(.digit(((subtract%1000)%100)/10), .seven_seg(subtractseg1), .clk_in(newclk));
seven_seg_decoder d2(.digit((subtract%1000)/100), .seven_seg(subtractseg2), .clk_in(newclk));
seven_seg_decoder d3(.digit(0), .seven_seg(subtractseg3), .clk_in(newclk));
seven_seg_decoder m0(.digit(((multiply%1000)%100)%10), .seven_seg(multiplyseg0), .clk_in(newclk));
seven_seg_decoder m1(.digit(((multiply%1000)%100)/10), .seven_seg(multiplyseg1), .clk_in(newclk));
seven_seg_decoder m2(.digit((multiply%1000)/100), .seven_seg(multiplyseg2), .clk_in(newclk));
seven_seg_decoder m3(.digit(multiply/1000), .seven_seg(multiplyseg3), .clk_in(newclk));
seven_seg_decoder div0(.digit(((divide%1000)%100)%10), .seven_seg(divseg0), .clk_in(newclk));
seven_seg_decoder div1(.digit(((divide%1000)%100)/10), .seven_seg(divseg1), .clk_in(newclk));
seven_seg_decoder div2(.digit((divide%1000)/100), .seven_seg(divseg2), .clk_in(newclk));
seven_seg_decoder div3(.digit(0), .seven_seg(divseg3), .clk_in(newclk));
endmodule
`timescale 1ns / 1ps
module operation_ctrl(input [3:0]dig0, input [3:0]dig1, input[3:0] dig2, input[3:0] dig3, input clk_in, output reg [9:0] sumresult,reg [13:0] subtract,
reg [13:0] multiply, reg [6:0] divide, output reg negsign = 0);
wire [6:0] num1= dig3*10 + dig2;
wire [6:0] num2= dig1*10+ dig0;
always@(posedge clk_in)
begin
sumresult <= num1+num2;
begin
if (num1>=num2)
begin
    subtract <= num1-num2;
    negsign<=0;
end
else 
begin
    subtract<=num2-num1;
    negsign<=1;
end 
end
multiply <= num1* num2;
begin
     if (num2==0 | num1==0)
           divide=0;
     else if (num1>num2)
           divide = num1/num2;
      else if (num1 == num2)
            divide = 1;
      else
            divide = 0;
end
end
endmodule
`timescale 1ns / 1ps
module refreshcounter(
input rfsh_clk, 
output reg[1:0] rfshcounter
    );
always@(posedge rfsh_clk)
     rfshcounter <= rfshcounter + 1;
endmodule
`timescale 1ns / 1ps
module seven_seg_ctrl(
input button, 
input reset, 
input clk_in, 
output reg[6:0] seven_seg,
output reg[3:0] digit
    );
reg push_f;
reg push_sync;
reg push_sync_f;
wire push_edge;
always@(posedge clk_in) begin
    push_f <= button;
    push_sync <= push_f;    
end
always @(posedge clk_in) begin
if (reset) begin
    push_sync_f <= 1'b0;
end else begin
    push_sync_f <= push_sync;
    end
end
assign push_edge = push_sync & ~push_sync_f;
always@(posedge clk_in) begin
if (reset)
    digit <= digit;
if (push_edge) begin
    if (digit != 9) begin
        digit <= digit + 1; end
    else begin
        digit <= 0; end
    end
end
always @ (posedge clk_in)
    case(digit)
        4'b0000 : seven_seg = 7'b1000000;
        4'b0001 : seven_seg = 7'b1111001;
        4'b0010 : seven_seg = 7'b0100100;
        4'b0011 : seven_seg = 7'b0110000;
        4'b0100 : seven_seg = 7'b0011001;
        4'b0101 : seven_seg = 7'b0010010;
        4'b0110 : seven_seg = 7'b0000010;
        4'b0111 : seven_seg = 7'b1111000;
        4'b1000 : seven_seg = 7'b0000000;
        4'b1001 : seven_seg = 7'b0010000;
        default : seven_seg = 7'b1111111;
    endcase
endmodule
`timescale 1ns / 1ps
module seven_seg_decoder(
input [3:0] digit,
output reg[6:0] seven_seg,
input clk_in
    );
always@(posedge clk_in)
case(digit)
        4'b0000 : seven_seg = 7'b1000000;
        4'b0001 : seven_seg = 7'b1111001;
        4'b0010 : seven_seg = 7'b0100100;
        4'b0011 : seven_seg = 7'b0110000;
        4'b0100 : seven_seg = 7'b0011001;
        4'b0101 : seven_seg = 7'b0010010;
        4'b0110 : seven_seg = 7'b0000010;
        4'b0111 : seven_seg = 7'b1111000;
        4'b1000 : seven_seg = 7'b0000000;
        4'b1001 : seven_seg = 7'b0010000;
        default : seven_seg = 7'b1111111;
    endcase
endmodule
```

## /design/flow/config.mk

```make
export PLATFORM = sky130hd
export DESIGN_NAME = main
export DESIGN_NICKNAME = main
export VERILOG_FILES = /design/flow/design.v
export SDC_FILE = /design/flow/constraint.sdc
export NUM_CORES = 4
export LEC_CHECK = 1
export CORE_UTILIZATION = 30
export SYNTH_HDL_FRONTEND = slang
```

==> notes.md <==
Purpose: to document the outcome of synthesis and place and route.

Yosys
The synthesized instance count is 2374. Once synthesis finished, the tally of register bits stood at 240. Yosys stat counts 2374 cells in the synthesized netlist. The post-synthesis cell area is 19400 um^2. The number of distinct library cell variants in the gate-level netlist after synthesis is 112. The post-synthesis area per instance is 8.17 um^2. Yosys mapped a number of flops with a built-in enable equal to 44.

The most popular library cell in the synthesized design by count is nand2_1. The main area contributors are dfxtp_1 (17%), ha_1 (12%), edfxtp_1 (6.8%), a21oi_1 (5.6%), nand2_1 (5.0%). The total of warnings raised by yosys is 0. Per the synth stats, the flop cell with the highest instance count is dfxtp_1.

The async set or reset register ratio after synthesis is 13.8%. By count the netlist is led by nand2_1 (259), nor2_1 (238), a21oi_1 (216). dfxtp_1 takes more of the synthesized area than any other cell. Post-synthesis, Yosys gives the total cell area as 19400 um^2. The top cell type's share of synthesized area is 16.7%.

Global route
The first global-routing pass estimated 82100 um of wire. Overall routing resource usage recorded by global route was 15.6%. The number of antenna violations at the first check in global routing was 0. The global route stage reports its total congestion overflow as 0. The number of global-route vias before repair is 15200.

The largest net degree at the start of global routing is 81.

Drt
Once detail routing completed, the nets flagged for antenna violations numbered 0. Summing over every cut layer, the via total after detailed routing is 16500. Per the detail_route report, vias per standard cell equal 5.20. The detail-routed net length per standard cell is 16.0 um. The first routing iteration left 1565 violations. The final antenna diode tally reported by the flow is 0.

The routed wire length is 50900 um. In the log, the iteration count for the first detailed-route pass is 8. The DRC violation total left in the routed layout is recorded as 0.

Die
The number of rows created at floorplan is 92. In this run the standard cell core region covers 63400 um^2. The horizontal die size is 256 um. Before placement the cells fill 30.6% of the core. The die covers 65600 um^2. The vertical die dimension is 256 um.

The total I/O pin count is 23.

Finish
In the final layout, the registers with the most flip-flops are c.count: 32 flops, res.multiply: 14 flops, res.subtract: 8 flops. The area growth from synthesis to layout is 6.17%. The register with the highest flop count is c.count. The register with the most flip-flops in the layout has 32 of them. The share of layout cells above drive strength 1 is 5.24%.

Clocking
Looking at the clock tree report, the maximum root-to-sink buffer count equals 2. The post-CTS hold buffer count recorded in the log is 0. Looking at the post-CTS report, the setup buffer insertion count equals 0. As reported, the later end of the worst-skew pair has a clock insertion delay of 270 ps. The number of CTS-inserted buffers is 5. The cell at the root of the clock tree is clkbuf_16. The number of resized instances in the post-cts repair step is 0. The clock transition at the register clock pins on the worst setup and hold paths after CTS is 50 ps. Looking at the clock tree report, the H-tree level count equals 2. TritonCTS built the clock tree.

STA
255 endpoints have no timing constraint. The summed negative setup slack over all endpoints is 0 ps. The setup clock skew after layout is 2.24 ps. In the finished design, the share of the clock period the worst path needs comes to 89.7%. Endpoints with negative setup slack in the final report add up to 0. The final setup slack of the worst path is 626 ps.

The final-report max-slew violation count is 0. The maximum achievable frequency is 0.183 GHz. The total count of hold-check failures in the final report is 0. Setup repair after global routing left no endpoint under its margin. Checking max transition, the worst relative margin is 38.8%. Counting I/O delays and the setup requirement, the final critical path takes 5470 ps.

The count of unclocked register or latch pins is 207. The slew at the pin with the worst max-slew slack is 918 ps.

Min path
The path type of the worst min-delay path is reg -> reg.

Critical path
STA classifies the critical path endpoint as a primary output. In this run the worst path has a maximum fanout of 13. The worst path arrival time is 4250 ps. The critical path startpoint category is a primary input. The critical path in this run is classified as in -> out. For the worst setup path, the data required time is 4880 ps.

Run
Across the run, the number of max-cap violations was 0. The number of warnings in the stage logs is 108.

Power and ir drop
For this design the static power due to leakage is 8.57 nW. The overall power consumption is 0.559 mW. The total power divided by cell area is 27.2 nW/um^2. The analysis reports a worst IR drop on VDD of 0.115 mV.

Placement
The wire-length estimate of the detail-placed layout is 39800 um. The quantity of I/O buffers inserted on ports is 22. The final weighted congestion in routability-driven placement is 0.973.

The worst slack at placement is 666 ps.

Status
The flow ran to the end, and the final reports show no timing, DRC or antenna violations.
cell usage in the layout, fill, tap and decap left out, drive strengths merged, types with 28 or more instances in the layout:
cell    instances
dfxtp         162
inv           147
o21a           35
a22oi          30
dfrtp          33
nor3           45
nor2b          28
a211oi         36
ha            183
xnor2          89
fa             31
xor2           29
mux2i          45
edfxtp         44
a21oi         217
nand3          40
o21ai         164
buf            32
nand2         260
nor2          240
area by class of cell:
| type | instances | area, um^2 |
|---|---|---|
| clock buffers | 7 | 143 |
| repair buffers | 51 | 423 |
| multi-input cells | 1878 | 13000 |
| flip-flops and latches | 240 | 5410 |
| fillers | 6612 | 42800 |
| inverters | 151 | 567 |
| well taps | 846 | 1060 |
cell families after synthesis:
logic type | count (synthesis) | share of synthesized area (%)
AND/OR/NAND/NOR | 755 | 17.9
multiplexers | 58 | 3.16
flip-flops | 239 | 27.8
latches | 1 | 0.0774
other | 1 | 0.0193
buffers and inverters | 256 | 5.16
adder cells (fa/ha/maj) | 215 | 15.1
AND-OR/OR-AND | 731 | 25.4
XOR/XNOR | 118 | 5.43
where the power goes:
| group | internal [mW] | leakage, nW | switching [mW] |
|---|---|---|---|
| combinational | 0.0337 | 6.23 | 0.0609 |
| sequential | 0.224 | 2.27 | 0.000549 |
| clock | 0.160 | 0.0700 | 0.0803 |
critical path, cell delays in order:
cell             delay, ps
clkdlybuf4s50_1        490
nor2_1                 550
buf_4                  320
nor2b_1                 80
a211oi_1               210
a211oi_1                80
a211oi_1               370
a21oi_1                120
nor2_1                 120
a211oi_1                60
a21oi_1                150
clkdlybuf4s50_1        480
metal layers:
metal | global-route usage (%) | up-vias | routed length (um)
met3 | 2.89 | 30 | 3470
met4 | 1.06 | 0 | 356
met1 | 24.2 | 7638 | 24700
li1 | - | 8393 | -
met2 | 23.9 | 424 | 22400
met5 | 0 | - | 0
worst paths after layout:
| path | from | end | slack (ps) | depth (start not counted) |
|---|---|---|---|---|
| min | c.count[31]$_DFF_PP0_ | c.count[31]$_DFF_PP0_ | 470 | 1 |
| max | rst | op[5] | 630 | 12 |
| max reg2reg | c.count[7]$_DFF_PP0_ | c.count[31]$_DFF_PP0_ | 3040 | 13 |
| max in group asynchronous | r | c.clock_out$_DFFE_PP0N_ | 4440 | 3 |
| min in group asynchronous | r | c.count[21]$_DFF_PP0_ | 1340 | 3 |
| min reg2reg | c.count[31]$_DFF_PP0_ | c.count[31]$_DFF_PP0_ | 470 | 1 |
per-stage QoR:
stage                     hold slack (ps)  utilization [%]  cell area (um^2)  std cells
after floorplan                       447                -             19400       2374
after global placement                468             32.2             20400       3166
after detailed placement              469             32.2             20400       3166
after CTS                             476             32.5             20600       3173
after global routing                  505             32.5             20600       3173
final                                 472             32.5             20600       3173
Power is estimated from default activity; no workload was simulated.
